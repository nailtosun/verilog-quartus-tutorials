==> flow/design.v <==
module frequencyfinder(clk,serial_in,pushbuttond,pushbuttoni,period);
input clk;
input pushbuttoni,pushbuttond;
input [11:0] serial_in;
output reg [31:0] period;
integer pushbuttond_counter;
integer pushbuttoni_counter;
reg [31:0] trigger;
reg [11:0] memory_serial_in; 
integer counter,dummy;
initial
begin
trigger <= 2;
memory_serial_in<=0;
dummy <= 0;
counter <= 0;
period <=0;
end
always @(posedge clk)
begin
if (serial_in == trigger && memory_serial_in != trigger)
begin
counter <= counter +1;
end
if (counter == 1)
begin
dummy<= dummy +1;
end
if (counter == 2)
begin
		dummy <= dummy + 1;
	end
	if (counter <= 3)
	period <= dummy;
	if (pushbuttond == 0 && pushbuttond_counter < 'd1)
	begin
		pushbuttond_counter <= pushbuttond_counter + 'd1;
	end 
	else if (pushbuttond == 1) 
	begin
		pushbuttond_counter <= 0;
	end
	else
	begin
	trigger <= trigger - 1;
	end
	if (pushbuttoni == 0 && pushbuttoni_counter < 'd1)
	begin
		pushbuttoni_counter <= pushbuttoni_counter + 'd1;
	end 
	else if (pushbuttoni == 1) 
	begin
		pushbuttoni_counter <= 0;
	end
	else
	begin
		trigger <= trigger + 1;
	end
	memory_serial_in <= serial_in;
end
endmodule 
==> flow/run.sh <==
#!/bin/bash
# OpenROAD 26Q1-2900-gdf79404cd8, Yosys 0.63+post, stock flow scripts
make -C /OpenROAD-flow-scripts/flow DESIGN_CONFIG=/design/flow/config.mk WORK_HOME=/design/flow/orfs finish
==> flow/config.mk <==
export PLATFORM = sky130hd
export DESIGN_NAME = frequencyfinder
export DESIGN_NICKNAME = frequencyfinder
export VERILOG_FILES = /design/flow/design.v
export SDC_FILE = /design/flow/constraint.sdc
export NUM_CORES = 4
export LEC_CHECK = 1
export CORE_UTILIZATION = 50
==> flow/constraint.sdc <==
current_design frequencyfinder

set clk_period 6.0
set clk_io_pct 0.2

create_clock -name clk0 -period $clk_period [get_ports {clk}]

set non_clock_inputs [all_inputs -no_clocks]
set_input_delay [expr $clk_period * $clk_io_pct] -clock clk0 $non_clock_inputs
set_output_delay [expr $clk_period * $clk_io_pct] -clock clk0 [all_outputs]
==> impl_metrics.json <==
{
  "status": "completed",
  "cts_buffer_depth": 3,
  "worstPathRequired_ps": 6370,
  "cp.arrival_ps": 3430,
  "critPathKind": "reg2reg",
  "slew_viol_final": 0,
  "power_uw": 3300,
  "cts_num_sinks": 204,
  "grt_util_all_layers_pct": 17.56,
  "postCtsHoldBufs": 0,
  "worst_slew_pin_slew_ps": 854.7,
  "top_area_share_pct": 55.78,
  "hold-path-endpoint": "trigger[31]",
  "drive_gt1_share_pct": 6.369,
  "rows": 47,
  "slew_headroom_pct": 42.22,
  "peakVddDrop_mv": 0.2363,
  "root_buffer": "clkbuf_16",
  "crit_path_start_kind": "register",
  "dp_slack_ps": 2542,
  "fin_crit_ps": 3054,
  "most_common_cell": "edfxtp_1",
  "regToRegEndpoint": "trigger[6]",
  "clock_latency_ps": 490,
  "syn_area_um2": 8613,
  "htreeDepth": 1,
  "tool_warnings": 30,
  "grt_pass1_wl_mm": 23.32,
  "worstRegToRegCells": 10,
  "remaining_drc_errors": 0,
  "first_iter_violations": 197,
  "routed_via_density": 5.136,
  "regToRegSetupSlack_ps": 2950,
  "vias": 5162,
  "finalSetupViolCount": 0,
  "synthCells": 654,
  "fin_setup_tns_ps": 0,
  "antenna_found_initial": 0,
  "grt_max_degree": 42,
  "yosys-top-cells-count": "edfxtp_1 (160), xnor2_1 (67), xor2_1 (50)",
  "rsz0062_at_grt": "false",
  "r2r-start": "pushbuttond_counter[0]",
  "ys_seq_share_pct": 66.01,
  "final_area_um2": 10230,
  "grtUsageMet3_pct": 3.613,
  "port_buffers": 46,
  "synth_area_leader_cell": "edfxtp_1",
  "async_reset_ff_share_pct": 0,
  "detail_route.wl_per_cell_um": 13.74,
  "min-delay-path-class": "reg2reg",
  "initCoreUtil_pct": 51.57,
  "ant_nets": 0,
  "synthTopCellsByArea": "edfxtp_1 (56%), dfxtp_1 (10%), xnor2_1 (6.8%), xor2_1 (5.1%), nor4_1 (2.7%)",
  "dieWidth_um": 133.3,
  "n_antenna_cell": 0,
  "ys_types": 48,
  "gp_congestion": 0.8350,
  "max_freq_mhz": 327.4,
  "finalCritPeriodShare_pct": 50.90,
  "dr.pass1.iters": 4,
  "grt.overflow.total": 0,
  "met1_usage_pct": 31.74,
  "hold_depth": 1,
  "die_h_um": 133.3,
  "max_cap_violations": 0,
  "cp_max_fo": 41,
  "cts_tree": "built",
  "io_pins": 47,
  "p_leak_uw": 0.003702,
  "die_area_um2": 17760,
  "worstHoldStart": "trigger[31]",
  "postCtsSetupRepairBufs": 0,
  "ys_area_um2": 8613,
  "grt_pass1_vias": 4828,
  "end_kind": "register",
  "dpl_cell_area_um2": 9530,
  "yosysCellCount": 654,
  "syn_avg_cell_area_um2": 13.17,
  "synthFlopType": "edfxtp_1",
  "wl_mm": 13.81,
  "syn2layout_area_growth_pct": 18.81,
  "hold_violations": 0,
  "powerDensity_nw_per_um2": 322.5,
  "cts_resized": 0,
  "dp_hpwl_mm": 9.430,
  "fin_ws_ps": 2946,
  "coreArea_um2": 16700,
  "grt_util_met2_pct": 24.83,
  "cts_buffers": 22,
  "yosysWarnings": 1,
  "fin_skew_ps": 8.888,
  "edf_count": 160,
  "fill_cells": 1243,
  "ys.flops": 204,
  "grt_busiest_layer": "met1",
  "clk_pin_slew_ps": 60
}
worst max path at each step:
| stage | start | end | cells after the start |
|---|---|---|---|
| 4_1_cts | pushbuttond_counter[0] | trigger[6] | 10 |
| 5_1_grt | pushbuttond_counter[0] | trigger[6] | 10 |
| 6_report | pushbuttond_counter[0] | trigger[6] | 10 |
routing by layer:
metal  part of all wire, %  vias up
li1                      -     2600
met4                   2.0        0
met3                   5.8       25
met1                    48     2420
met5                     0        -
met2                    44      117
per-stage QoR:
step	util [%]	hold slack, ps	std cells
2_1_floorplan	-	431.6	711
3_3_place_gp	57.06	461.3	967
3_5_place_dp	57.06	453.5	967
4_1_cts	61.28	470.4	1005
5_1_grt	61.28	501.8	1005
6_report	61.28	471.0	1005
state kept, by name, indices dropped and copies added, names as in the netlist:
register	flops
counter	32
dummy	32
period	32
pushbuttond_counter	32
pushbuttoni_counter	32
trigger	32
memory_serial_in	12
critical path: stages (launching register included):
cell and delay, ps:
edfxtp_1 410, inv_1 80, ha_1 160, nor4b_1 300
nand4_1 280, o21ba_2 310, inv_2 610, nor3_1 140
buf_4 210, a2bb2o_1 290, xor2_1 140
cells in the final DEF, fill, tap and decap left out, types with 3 or more instances in the layout:
cell,instances
and4_1,7
nand4_1,19
nand3_1,30
and2_1,8
ha_1,10
clkbuf_16,23
clkinvlp_4,3
a31oi_1,4
nor2_1,43
or4_1,3
a21oi_1,6
clkinv_1,3
nand2_1,42
nor4b_1,3
dfxtp_1,44
and3_1,15
clkbuf_8,3
nor4_1,37
xnor2_1,67
clkinv_2,3
xor2_1,50
clkdlybuf4s50_1,46
edfxtp_1,160
a22oi_1,3
nor3_1,25
a32oi_1,9
buf_4,6
inv_1,18
or3_1,4
conb_1,58
layout make-up:
cell class | instances | area (um^2) | area share [%]
inverter | 19 | 71.32 | 0.6969
clock buffer | 28 | 624.3 | 6.101
clock inverter | 10 | 78.83 | 0.7703
sequential | 204 | 5685 | 55.56
multi-input combinational | 472 | 2993 | 29.25
tap | 220 | 275.3 | 2.690
timing repair buffer | 52 | 505.5 | 4.939
kinds of logic after synthesis:
kind of cell	count (synthesis)	share of synthesized area [%]
AND/OR/NAND/NOR	251	15.78
flip-flops	204	66.01
XOR/XNOR	117	11.90
AND-OR/OR-AND	36	3.094
buffers and inverters	35	1.728
adder cells (fa/ha/maj)	10	1.453
other	1	0.04354
power breakdown:
| part | internal (uW) | switching (uW) | total [uW] |
|---|---|---|---|
| registers | 1610 | 141 | 1750 |
| clock network | 774 | 497 | 1270 |
| logic | 136 | 144 | 281 |
No activity file was given, so power comes from the tool's default toggle rates.
