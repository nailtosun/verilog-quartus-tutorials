==> ./design.v <==
module alarm_clock(CLK, start_stop_button, set_button, snooze_button , seven_segment, led_out);
input CLK, start_stop_button, set_button, snooze_button;               
output reg [3:0] seven_segment;  
output reg [8:0] led_out;  
wire [3:0] ssd_led_out;
reg [3:0] ssd_led_in;
wire [6:0] seven_display;
wire [8:0] led_out_wire;
alarm_controller control ( .CLK(CLK), .start_stop_button(start_stop_button),
							  .set_button(set_button), .snooze_button(snooze_button),
							  .ssd_led_out(ssd_led_out), .led_out(led_out_wire)) ;
ssm display(.clk(CLK), .alarm_time(ssd_led_in), .seven_display(seven_display));
always begin
		 ssd_led_in <= ssd_led_out;
		 seven_segment <= seven_display;
		 led_out <= led_out_wire;
end
endmodule 
module alarm_controller ( CLK, start_stop_button, set_button, snooze_button, ssd_led_out, led_out) ;
input CLK, start_stop_button, set_button, snooze_button;
output reg [3:0] ssd_led_out;  
output reg [8:0] led_out;  
reg [2:0] alarm_state;
parameter st00_idle = 'd0;
parameter st01_set = 'd1;
parameter st02_start = 'd2;
parameter st03_alarm = 'd3;
parameter st04_snooze_start ='d4;
reg clk_en, set_en;
integer start_stop_counter, set_button_counter, counter_clk, rem_time, set_time;
initial begin 
	alarm_state = st00_idle;
	clk_en = 0;
	set_en = 0;
	start_stop_counter = 0;
	set_button_counter = 0;
	counter_clk = 0;
	rem_time = 0;
	set_time = 0;
	ssd_led_out = 3'b0;
	led_out = 9'b0;
end
always @(posedge CLK) 
begin
 if (alarm_state == st02_start || alarm_state == st03_alarm) begin
	if(counter_clk == 'd49999999) begin
		counter_clk <= 'd0;
		clk_en = 1;
	end else begin
		counter_clk <= counter_clk +1;
		clk_en <= 0;
	end
 end else begin
   counter_clk <= 'd0;
   clk_en <= 0; 
 end
end
always @(posedge CLK) begin
	if (set_button == 0 && set_button_counter < 'd100) begin
			set_button_counter <= set_button_counter + 'd1;
	end else if (set_button == 1) begin
			set_button_counter <= 0;
	end
	if (start_stop_button == 0 && start_stop_counter < 'd100 ) begin
		start_stop_counter <= start_stop_counter + 'd1;
	end else if (start_stop_button == 1) begin
		start_stop_counter <= 'd0;
	end	
end
always @(posedge CLK) begin
	case (alarm_state)
	st00_idle : begin 
					alarm_state <= st01_set;
					led_out <= 9'b0;
					set_time <= 0;
					set_en <= 0;
					end
	st01_set :  begin
				   if (set_button_counter == 'd98 && set_time < 'd8) begin
						set_time <= set_time+'d1;
						set_en <= 1;
						led_out <= {led_out[7:0],1'b1};  
					end else if (start_stop_counter == 'd98 & set_time == 1) begin
						alarm_state <= st02_start;
						end
				   end
	st02_start : begin
					if (rem_time == 0 ) begin
						alarm_state <= st03_alarm;
					end else if (clk_en == 1) begin
						led_out <= {1'b0, led_out[8:1]};  
						end
					end
	st03_alarm : begin
					if(snooze_button == 0) begin
						alarm_state <= st04_snooze_start;
					end else if (start_stop_button == 0 && start_stop_counter == 98) begin
						alarm_state <= st00_idle;
						end else if (clk_en == 1) begin
						led_out <= ~led_out;  
						end
					end
	st04_snooze_start :  begin
						alarm_state <= st02_start;
						led_out<= 9'b000011111;
						end
	default : begin  
				 alarm_state <= st00_idle;
				 end
	endcase
end
always @(posedge CLK) begin
		if (alarm_state == st01_set) begin
			rem_time <= set_time;
			if (set_button_counter == 'd98 && set_time < 'd8) begin
				ssd_led_out<= ssd_led_out + 'd1;
			end else if (alarm_state == st02_start ) begin
				if (clk_en == 1 & rem_time > 'd0 )begin
					rem_time <= rem_time -'d1;
					ssd_led_out <= ssd_led_out - 'd1;
				end
			end
		end else if (alarm_state == st04_snooze_start) begin
			rem_time <= 'd5;
			ssd_led_out <= 4'b0101;
		end
end
endmodule 
module ssm(clk,alarm_time,seven_display);
input clk;
input [3:0] alarm_time;
output reg [6:0] seven_display;
always @(alarm_time)
begin
	case(alarm_time)
   0:seven_display<=7'b1000000;
	1:seven_display<=7'b1111001;
	2:seven_display<=7'b0100100;
	3:seven_display<=7'b0110000;
   4:seven_display<=7'b0011001;
	5:seven_display<=7'b0010010;
	6:seven_display<=7'b0000010;
	7:seven_display<=7'b1111000;
   8:seven_display<=7'b0000000;
	9:seven_display<=7'b0010000;
	endcase
end
endmodule 
==> ./run.sh <==
#!/bin/bash
# OpenROAD 26Q1-2900-gdf79404cd8, Yosys 0.63+post, stock flow scripts
make -C /OpenROAD-flow-scripts/flow DESIGN_CONFIG=/design/flow/config.mk WORK_HOME=/design/flow/orfs finish
==> ./config.mk <==
export PLATFORM = sky130hd
export DESIGN_NAME = alarm_clock
export DESIGN_NICKNAME = alarm_clock
export VERILOG_FILES = /design/flow/design.v
export SDC_FILE = /design/flow/constraint.sdc
export NUM_CORES = 4
export LEC_CHECK = 1
export CORE_UTILIZATION = 40
==> ./constraint.sdc <==
current_design alarm_clock

set clk_period 6.9
set clk_io_pct 0.2

create_clock -name clk0 -period $clk_period [get_ports {CLK}]

set non_clock_inputs [all_inputs -no_clocks]
set_input_delay [expr $clk_period * $clk_io_pct] -clock clk0 $non_clock_inputs
set_output_delay [expr $clk_period * $clk_io_pct] -clock clk0 [all_outputs]
==> impl_metrics.yaml <==
# implementation run metrics
final_layout:
  final-comb-area_um2: 3080
  sequential_cell_area_um2: 5040
  area_delta_synth_final_pct: 16.6
  design_area_um2: 9420
  final_layout_top_logic_cell: "sky130_fd_sc_hd__edfxtp_1"
  layout_top_cells_excl_fill_tap: "sky130_fd_sc_hd__edfxtp_1, sky130_fd_sc_hd__nor2_1, sky130_fd_sc_hd__conb_1, sky130_fd_sc_hd__xor2_1, sky130_fd_sc_hd__nand2_1"
  layout-drive-gt1-share: 0.0813
  n_fill_cell: 1700
  final_core_utilization: 0.479
  final_cell_count_no_fill: 1040
routing:
  drt_drc_violations_left: 0
  num_antenna_cells: 0
  totalWireLength_mm: 13.3
  detail_route.first_pass.iterations: 4
  routed_wire_length_per_instance_um: 12.8
  dr.first_iter.drc_count: 353
  detail-route-antenna-nets: 0
  vias: 5171
  avgViaCountPerCell: 4.97
floorplan:
  floorplan.io_pins: 17
  core.rowCount: 51
  die_width_um: 144
  chip_area_um2: 20800
  fp.coreArea_um2: 19700
  chipHeight_um: 144
  effective_utilization_at_floorplan: 0.411
worst_setup_path:
  critPathArrivalTime_ns: 2.99
  critical_path.max_fanout: 32
  cpLargestDelayFamily: "simple AND/OR/NAND/NOR gates"
  worstPathCellList: "nor4_1 > nand4_1 > nor4_4 > nand2_4 > a211oi_4 > buf_4"
  timing.critical_path.buf_inv: 1
  slowest_stage: "sky130_fd_sc_hd__nor4_4"
  cpPeakStageDelay_ns: 0.56
  critPathRequiredTime_ns: 6.97
  crit_path_end_kind: "flop"
  timing_worst_setup_path_type: "reg -> reg"
  startpoint_type: "flop"
timing:
  unclocked_regs: 4
  slew-limit-headroom: 0.439
  unconstrained_endpoints: 8
  tns_ns: 0
  post-route-period-util: 0.423
  max_slew.worst_pin.slew_ns: 0.842
  achievable_frequency_mhz: 343
  drv_slew: 0
  rsz0062_at_grt: "false"
  worst_clock_skew_ns: 0.00768
  finalHoldWorstSlack_ns: 0.476
  final_critical_path_required_period_ns: 2.92
  setup_violations: 0
  finalHoldViolations: 0
synthesis:
  synth-warning-count: 3
  synth.avg_cell_area_um2: 11.7
  synth-edff-count: 144
  netlist-cell-type-count: 56
  yosysCellCount: 689
  netlist_instances: 689
  ys_async_sr_fraction: 0
  flop_cell: "sky130_fd_sc_hd__edfxtp_1"
  synth.ff_latch_count: 181
  synthesis.area_um2: 8080
  yosys_area_um2: 8080
cts:
  h-tree-depth: 4
  worst_skew_pair.late_latency_ns: 0.42
  cts-root-to-sink-buffers: 2
  cts_buffers: 17
  root_buffer: "sky130_fd_sc_hd__clkbuf_16"
  cts_post_setup_buffers_inserted: 0
  cts_hold_repair.buffers: 0
  postCtsResizedCells: 0
  clk_pin_slew_ns: 0.06
  tritoncts: "done"
worst_hold_path:
  worst_hold_path_type: "reg -> reg"
placed_design:
  gpl.final_weighted_congestion: 0.830
  numPlacedInstances: 1008
  port_buffers: 16
  dpl-instance-area_um2: 8770
  hpwlAfterDp_mm: 8.86
global_route:
  grt_start_max_net_pins: 38
  first_global_vias: 4791
  grt_first_pass_wirelength_mm: 22.4
  groute.usage.overall: 0.144
  grt_antenna_before_repair: 0
  grt_remaining_overflow: 0
power_and_ir_drop:
  ir_worst_vdd_uv: 241
  power_switching_share: 0.295
  power_frac_comb: 0.208
  clockPowerShare: 0.300
  static-leakage-power_nw: 3.33
  internal_power_mw: 2.46
  p_seq_frac: 0.491
  power.net_switching_mw: 1.03
  power_density_nw_per_um2: 370
outcome:
  outcome: "finished, final reports clean"
flow_run:
  maxCapViolations: 0
  tool_warnings: 32
[sequential cells by signal, indices dropped and copies added, names as in the netlist]
signal and cells:
control.alarm_state 3, control.clk_en 1, control.counter_clk 32, control.led_out 9, control.rem_time 32, control.set_button_counter 32
control.set_time 32, control.ssd_led_out 4, control.start_stop_counter 32, display.seven_display 4
[path summary, 6_finish.rpt]
check,start,to,slack (ns),depth (start not counted)
setup / recovery,control.set_time[3],control.set_time[21],3.98,6
hold / removal,control.counter_clk[0],control.counter_clk[0],0.48,1
setup reg to reg,control.set_time[3],control.set_time[21],3.98,6
hold reg to reg,control.counter_clk[0],control.counter_clk[0],0.48,1
[power by group through the flow]
stage	registers, mW	clock network (mW)	logic [mW]
4_1_cts	1.71	1.07	0.738
5_1_grt	1.75	1.12	0.822
6_report	1.71	1.05	0.727
[synth_stat cells, types with 2 or more instances]
master                     number  area, um^2
sky130_fd_sc_hd__edfxtp_1     144        4320
sky130_fd_sc_hd__nor2_1       101         379
sky130_fd_sc_hd__xor2_1        46         403
sky130_fd_sc_hd__nand2_1       35         131
sky130_fd_sc_hd__dfxtp_1       33         661
sky130_fd_sc_hd__nand3_1       32         160
sky130_fd_sc_hd__nand4_1       29         181
sky130_fd_sc_hd__and2_1        28         175
sky130_fd_sc_hd__nor4_1        28         175
sky130_fd_sc_hd__a21oi_1       20         100
sky130_fd_sc_hd__inv_1         19        71.3
sky130_fd_sc_hd__o21ai_0       19        95.1
sky130_fd_sc_hd__clkbuf_1      17        63.8
sky130_fd_sc_hd__xnor2_1       16         140
sky130_fd_sc_hd__or3_1         15        93.8
sky130_fd_sc_hd__and3_1        13        81.3
sky130_fd_sc_hd__ha_1          12         150
sky130_fd_sc_hd__nor3_1        10        50.1
sky130_fd_sc_hd__nand2b_1       6        37.5
sky130_fd_sc_hd__buf_2          5        25.0
sky130_fd_sc_hd__dlxtn_1        4        60.1
sky130_fd_sc_hd__o211ai_1       4        30.0
sky130_fd_sc_hd__o21a_1         4        30.0
sky130_fd_sc_hd__and4_1         3        26.3
sky130_fd_sc_hd__mux2i_1        3        30.0
sky130_fd_sc_hd__nor3_2         3        30.0
sky130_fd_sc_hd__o211a_1        3        30.0
sky130_fd_sc_hd__a211oi_1       2        15.0
sky130_fd_sc_hd__a22oi_1        2        15.0
sky130_fd_sc_hd__nand4b_1       2        17.5
sky130_fd_sc_hd__nor2b_1        2        12.5
sky130_fd_sc_hd__nor3b_1        2        15.0
sky130_fd_sc_hd__nor4_2         2        25.0
sky130_fd_sc_hd__nor4b_1        2        17.5
sky130_fd_sc_hd__or2_2          2        12.5
[cell type report]
type                            instances  area share
Clock inverter                         14      0.0239
Tap cell                              265      0.0352
Inverter                               19     0.00757
Sequential cell                       181       0.535
Clock buffer                           18      0.0455
Timing Repair Buffer                   27      0.0258
Multi-Input combinational cell        516       0.327
[stage by stage]
step / setup slack [ns] / power (mW)
after floorplan: 2.57 / 2.20
after global placement: 3.66 / 2.44
after detailed placement: 3.64 / 2.47
after CTS: 3.93 / 3.52
after global routing: 3.69 / 3.69
final: 3.98 / 3.49
[per-layer routing]
metal,GRT usage,share of wire,vias up
li1,-,-,2620
met1,0.232,0.49,2438
met2,0.205,0.44,101
met3,0.0469,0.056,12
met4,0.0224,0.013,0
met5,0,0,-
[logic make-up after synthesis]
family | Yosys count | share of synthesized area
AOI/OAI and AO/OA | 64 | 0.0511
xor gates and xnor gates | 62 | 0.0672
adders and majority gates | 12 | 0.0186
buffers and inverters | 41 | 0.0198
DFF | 177 | 0.617
latches | 4 | 0.00743
muxes | 4 | 0.00511
other | 1 | 0.000464
and+or+nand+nor | 324 | 0.213
No activity file was given, so power comes from the tool's default toggle rates.
